$ cat flow/config.mk
export PLATFORM = sky130hd
export DESIGN_NAME = fs4
export DESIGN_NICKNAME = fs4
export VERILOG_FILES = /design/flow/design.v
export SDC_FILE = /design/flow/constraint.sdc
export NUM_CORES = 4
export LEC_CHECK = 1
export CORE_AREA = 10 10 70 70
export DIE_AREA = 0 0 80 80
$ cat flow/constraint.sdc
current_design fs4

set clk_period 5.1
set clk_io_pct 0.2

create_clock -name clk0 -period $clk_period

set non_clock_inputs [all_inputs -no_clocks]
set_input_delay [expr $clk_period * $clk_io_pct] -clock clk0 $non_clock_inputs
set_output_delay [expr $clk_period * $clk_io_pct] -clock clk0 [all_outputs]
$ cat flow/design.v
module fs4(  input [3:0] a,b,
    input c,
    output [3:0] d,
    output bo
    );
	 wire c1,c2,c3;
fs g1(a[0],b[0],c, d[0],c1);
fs g2(a[1],b[1],c1,d[1],c2);
fs g3(a[2],b[2],c2,d[2],c3);
fs g4(a[3],b[3],c3,d[3],bo);
endmodule
module fs(
    input a,b,c,
    output d,bo
    );
assign d=a^b^c;
assign bo=~a&b|c&~(a^b);
endmodule
$ cat flow/run.sh
#!/bin/bash
# OpenROAD 26Q1-2900-gdf79404cd8, Yosys 0.63+post, stock flow scripts
make -C /OpenROAD-flow-scripts/flow DESIGN_CONFIG=/design/flow/config.mk WORK_HOME=/design/flow/orfs finish
==> impl_metrics.ini <==
; implementation run metrics
[die]
fp_util_pct = 4.32
chipArea_um2 = 6400
rows = 21
design.core.area_um2 = 3420
die_h_um = 80
die_w_um = 80
io_pins = 14

[worst_setup_path]
critPathArrivalTime_ns = 3.39
cp-end-kind = output pin
crit_path_top_delay_cell = clkdlybuf4s50_1
critical_path_class = input pin to output pin
max_stage_delay_ns = 0.48
crit_fanout = 1
path_cells = clkdlybuf4s50_1 -> fa_1 -> inv_1 -> fa_1 -> fa_1 -> inv_1 -> fa_1 -> clkdlybuf4s50_1
path_common_cell = fa_1
cp.required_ns = 4.08
start_kind = input pin

[drt]
drtIter0Drc = 0
wl_per_cell_um = 5.51
met1_length_um = 235
top_layer = met3
num_vias = 120
wl_met2_um = 85
postRouteAntennaNets = 0
firstDrtPassIters = 1
insertedDiodeCount = 0
wirelength_um = 408
met3_length_um = 86
vias_per_cell = 1.62
post-route-drc-count = 0

[logic_synthesis]
synth_top_cell_by_area = fa_1
top_cells_by_area = fa_1 (54%), inv_1 (25%), buf_4 (20%)
syn-cell-area_um2 = 148
ys_cells = 18
top_area_share_pct = 54.2
syn_inst = 18
postSynthAreaPerCell_um2 = 8.20
synthDistinctLibCells = 3
ys_warn_count = 0
ys_chip_area_um2 = 148
postSynthSeqShare_pct = 0

[run]
openroad.warnings = 32
maxCapViolations = 0

[sta]
grt_setup_unrepaired = no
tightest_slew_ns = 0.101
setup_tns_ns = 0
fin_crit_ns = 4.41
period_used_pct = 86.4
setup_viol = 0
drv_slew = 0
hold_viol = 0
final.setup.worst_slack_ns = 0.693
clock.fmax_mhz = 227
slew_headroom_pct = 93.2

[global_routing]
antenna_found_initial = 0
grt_pass1_vias = 126
overflow = 0
grt_start_max_net_pins = 2
track_usage_pct = 1.09
grt_pass1_wl_um = 538

[placed_design]
io_buffers = 14
gp_congestion = 0.746
place_hpwl_um = 405
pre_cts_slack_ns = 0.664
placed_cells = 74

[outcome]
outcome = completed

[clock_network]
postCtsSetupBuffers = 0
cts_resized = 0
postCtsHoldBufs = 0

[power_and_ir_drop]
powerDensity_nw_per_um2 = 88.2
ir_worst_vdd_mv = 0.0330
total_power_mw = 0.0278
leakagePower_nw = 0.137

[worst_hold_path]
min_path_type = input pin to output pin

[finish]
utilization_pct = 9.23
area_growth_pct = 114
nClkBuffers = 0
seq_area_um2 = 0
fin_cells = 74
drive_gt1_share_pct = 0
nFlopsAndLatches = 0
## logic make-up (layout without fill, tap and decap cells)
group | after synthesis | in the layout | synth area share (%)
buffers and inverters | 14 | 24 | 45.8
adder cells (fa/ha/maj) | 4 | 4 | 54.2
## final cells by class
class | instances | area (um2)
fill | 405 | 3100
inverter | 10 | 37.5
timing repair buffer | 14 | 140
multi-input combinational | 4 | 80.1
tap | 46 | 57.6
## synth_stat cells
cell	count
inv_1	10
buf_4	4
fa_1	4
## layer usage
layer  GRT usage (%)  vias up
li1                -       60
met1            1.80       46
met2            1.12       14
met3           0.682        0
met4               0        0
met5               0        -
## path summary, 6_finish.rpt
check / slack (ns) / to / cells after the start / startpoint
worst max-delay path: 0.69 / d[3] / 8 / a[0]
worst min-delay path: 3.09 / bo / 5 / b[3]
## cell usage in the layout, fill, tap and decap left out
master	count
clkdlybuf4s50_1	14
inv_1	10
fa_1	4
## report_power, final
group / switching (mW) / internal [mW] / leakage (nW)
Clock: 0 / 0 / 0
Combinational: 0.00766 / 0.0201 / 0.137
Sequential: 0 / 0 / 0
## metrics by stage
| step | hold WS, ns | instance area [um2] |
|---|---|---|
| after floorplan | 2.20 | 148 |
| after global placement | 3.10 | 315 |
| after detailed placement | 3.10 | 315 |
| after CTS | 3.11 | 315 |
| after global routing | 3.14 | 315 |
| final | 3.09 | 315 |
## critical path: cells and delay by family
kind                     cells  cell delay (ns)
adder cells (fa/ha/maj)      4             1.35
buffers and inverters        4             1.02
Power and IR drop assume default switching activity.
