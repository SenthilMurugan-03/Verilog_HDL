[/design/flow/design.v]
`timescale 1ns / 1ps
module FSM4(input x , z ,clk , rst , output reg y);
parameter S0 = 2'b00;
parameter S1 = 2'b01;
parameter S2 = 2'b10;
parameter S3 = 2'b11;
reg [1:0]p,n;
always @(posedge clk or posedge rst)
begin
	if(rst) p = S0;
	else
		begin
			case({p})
				S0 : 
					begin
						y = 1'b0;
						if(x && !z) n = S0 ;
						else if(!x && z)n = S1;
					end
				S1 : 
					begin
						y = 1'b0;
						if(!x && !z) n = S1;
						else if(x && z) n = S2;
					end
				S2 : 
					begin
						y = 1'b1;
						if(x) n = S0;
						else if(!x && !z) n = S2;
						else if(!x && z) n = S3;
					end
				S3 : 
					begin
						y = 1'b0;
						if(x && !z) n = S2;
						else if(!x && z) n = S3;
					end
				default :
					begin
						y = 1'b0;
						end
			endcase
			p = n;
		end
	end
endmodule
[/design/flow/run.sh]
#!/bin/bash
# OpenROAD 26Q1-2900-gdf79404cd8, Yosys 0.63+post, stock flow scripts
make -C /OpenROAD-flow-scripts/flow DESIGN_CONFIG=/design/flow/config.mk WORK_HOME=/design/flow/orfs finish
[/design/flow/config.mk]
export PLATFORM = sky130hd
export DESIGN_NAME = FSM4
export DESIGN_NICKNAME = FSM4
export VERILOG_FILES = /design/flow/design.v
export SDC_FILE = /design/flow/constraint.sdc
export NUM_CORES = 4
export LEC_CHECK = 1
export CORE_AREA = 10 10 70 70
export DIE_AREA = 0 0 80 80
[/design/flow/constraint.sdc]
current_design FSM4

set clk_period 2.4
set clk_io_pct 0.2

create_clock -name clk0 -period $clk_period [get_ports {clk}]

set non_clock_inputs [all_inputs -no_clocks]
set_input_delay [expr $clk_period * $clk_io_pct] -clock clk0 $non_clock_inputs
set_output_delay [expr $clk_period * $clk_io_pct] -clock clk0 [all_outputs]
==> flow_summary.yaml <==
# physical design summary
outcome:
  status: "finished, final reports clean"
floorplanning:
  fp.dieW_um: 80
  ios: 5
  initCoreUtil_pct: 17.6
  core_area_um2: 3420
  dieArea_um2: 6400
  rows: 21
  die_h_um: 80
global_routing:
  grt_pass1_vias: 545
  grt_max_degree: 16
  grt_pass1_wl_um: 2510
  antenna_found_initial: 0
  grt_usage_pct: 4.72
  grt_overflow: 0
pwr:
  pwr-share-comb_pct: 40.7
  vdd_drop_max_mv: 0.233
  pwr-share-seq_pct: 44.4
  p_switching_uw: 335
  p_sw_share_pct: 43.8
  p_clk_share_pct: 14.9
  leakagePower_nw: 0.272
  power.internal_uw: 431
  cellPowerDensity_nw_per_um2: 1080
route:
  viasPerCell: 4.79
  num_antenna_cells: 0
  route.detailed.drc: 0
  drtPass1Iterations: 6
  postRouteAntennaNets: 0
  wl_per_cell_um: 11.6
  routed_wl_um: 1460
  dr_total_vias: 604
  drtIter0Drc: 170
worst_hold_path:
  min_path_cells: 2
  min-delay-path-class: "reg2reg"
critical_path:
  start_kind: "primary input"
  crit_path_max_fanout: 10
  critPathCaptureType: "flip-flop"
  worstPathRequired_ns: 2.55
  cp.arrival_ns: 1.93
  reg2reg_depth: 4
  worst-setup-path-type: "in2reg"
  r2r_setup_slack_ns: 0.89
cells_and_area:
  utilization_pct: 20.7
  area.growth.synth_to_final_pct: 17.7
  fillCellCount: 378
  comb_area_um2: 369
  seq_area_um2: 180
  final_layout_size_suffix_gt1_share_pct: 8.75
timing:
  fmax_ghz: 0.563
  finalHoldViolations: 0
  fin_crit_ns: 1.78
  setup_viol: 0
  report.final.slew_viol_count: 0
  fin_crit_sh_pct: 74.0
  slew_headroom_pct: 69.1
  tns_ns: 0
  skew_ns: 0.000809
  worstMarginPinSlew_ns: 0.463
  rsz0062_at_grt: "false"
clock_network:
  cts_hold_buf: 0
  clock-sinks: 8
  clk_pin_slew_ns: 0.06
  cts_max_level: 1
  clock.latency.late_pin_ns: 0.26
  cts_setup_buffers: 0
  cts-root-buf: "clkbuf_4"
  cts_made_buffers: 3
  clockBufferDepth: 2
  cts_resized: 0
  cts_tree: "built"
place:
  hpwl_um: 1020
  gp_congestion: 0.910
  portBuffers: 4
synth:
  top_area_cell: "dfxtp_1"
  yosysUniqueCellTypes: 36
  top_area_share_pct: 16.7
  yosysCellCount: 76
  synth_flops: 8
  synthCells: 76
  syn_area_per_cell_um2: 7.90
  postSynthSeqShare_pct: 30.0
  yosys_area_um2: 601
  area_leaders: "dfxtp_1 17%, dfrtp_1 8.3%, o21ai_0 7.5%"
  yosys_warnings: 1
  netlist_area_um2: 601
job:
  warnings: 25
  maxCapViolations: 0
-- synthesized netlist by cell type --
| cell | count |
|---|---|
| o21ai_0 | 9 |
| nand2_1 | 7 |
| nor2_1 | 6 |
| dfxtp_1 | 5 |
| inv_1 | 5 |
| a21oi_1 | 3 |
| clkbuf_1 | 3 |
| nand3_1 | 3 |
| a21o_1 | 2 |
| buf_2 | 2 |
| dfrtp_1 | 2 |
| nand4_1 | 2 |
| nor2b_1 | 2 |
| o2111ai_1 | 2 |
| o22ai_1 | 2 |
| a211o_1 | 1 |
| a211oi_1 | 1 |
| a221oi_1 | 1 |
| a22oi_1 | 1 |
| a32o_1 | 1 |
| a32oi_1 | 1 |
| buf_6 | 1 |
| edfxtp_1 | 1 |
| maj3_1 | 1 |
| maj3_2 | 1 |
| mux2i_1 | 1 |
| nor2b_4 | 1 |
| o211a_1 | 1 |
| o211ai_1 | 1 |
| o221ai_1 | 1 |
| o22a_1 | 1 |
| o2bb2ai_1 | 1 |
| o311ai_0 | 1 |
| o31a_1 | 1 |
| xnor2_1 | 1 |
| xor2_1 | 1 |
-- cells by family after synthesis --
| kind of cell | share of synthesized area, % |
|---|---|
| multiplexers | 1.67 |
| AND/OR/NAND/NOR | 17.1 |
| adder cells (fa/ha/maj) | 3.54 |
| AND-OR/OR-AND | 36.3 |
| XOR/XNOR | 2.92 |
| flip-flops | 30.0 |
| buffers and inverters | 8.54 |
-- cell type report --
type	count	share of cell area [%]
flip-flops and latches	8	25.5
inverters	5	2.65
repair buffers	6	7.79
well taps	46	8.14
clock buffers	4	3.72
multi-input cells	57	52.2
-- layer usage --
metal / vias to the layer above / track usage [%] / wire length [um]
met5: - / 0 / 0
met4: 0 / 0.880 / 26
met3: 6 / 2.05 / 133
met2: 28 / 6.18 / 608
met1: 277 / 6.94 / 690
li1: 293 / - / -
-- worst paths after layout --
check                                from             end
setup / recovery                        x    n[3]$_DFF_P_
hold / removal                  flip-flop  p[0]$_DFF_PP0_
setup reg to reg           p[1]$_DFF_PP0_    n[3]$_DFF_P_
hold reg to reg                 flip-flop  p[0]$_DFF_PP0_
max in group asynchronous             rst  p[1]$_DFF_PP0_
min in group asynchronous             rst  p[0]$_DFF_PP0_
-- power groups by stage --
stage	Clock (mW)	Combinational [mW]	Sequential [mW]
6_report	0.114	0.312	0.341
5_1_grt	0.129	0.353	0.352
4_1_cts	0.118	0.310	0.334
-- layout by cell type (no fill, tap or decap), drive strengths merged --
cell / netlist / layout
a32oi: 1 / 1
o211ai: 1 / 1
o21ai: 9 / 9
maj3: 2 / 2
dfrtp: 2 / 2
dfxtp: 5 / 5
o22ai: 2 / 2
nand4: 2 / 2
clkbuf: 3 / 4
o31a: 1 / 1
buf: 3 / 2
mux2i: 1 / 1
o211a: 1 / 1
a211oi: 1 / 1
o22a: 1 / 1
a211o: 1 / 1
edfxtp: 1 / 1
nand2: 7 / 7
clkdlybuf4s50: 0 / 4
a21oi: 3 / 3
nand3: 3 / 3
inv: 5 / 5
a21o: 2 / 2
o221ai: 1 / 1
o311ai: 1 / 1
xnor2: 1 / 1
nor2b: 3 / 3
nor2: 6 / 6
a22oi: 1 / 1
xor2: 1 / 1
a32o: 1 / 1
o2111ai: 2 / 2
o2bb2ai: 1 / 1
a221oi: 1 / 1
-- stage by stage --
step	hold WS, ns	power, mW	cell area, um^2	worst slack, ns	cells
floorplan	0.255	0.565	601	1.01	76
global placement	0.514	0.640	681	0.399	122
detailed placement	0.526	0.642	681	0.373	122
CTS	0.543	0.762	707	0.644	126
global route	0.580	0.834	707	0.508	126
finish	0.542	0.766	707	0.624	126
-- critical path, stage by stage --
cell	delay, ns
clkdlybuf4s50_1	0.57
buf_4	0.25
nor2b_1	0.14
mux2i_1	0.13
o221ai_1	0.14
a32o_1	0.22
Power and IR drop assume default switching activity.
