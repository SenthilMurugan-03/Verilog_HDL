$ cat /design/flow/run.sh
#!/bin/bash
# OpenROAD 26Q1-2900-gdf79404cd8, Yosys 0.63+post, stock flow scripts
make -C /OpenROAD-flow-scripts/flow DESIGN_CONFIG=/design/flow/config.mk WORK_HOME=/design/flow/orfs finish
$ cat /design/flow/config.mk
export PLATFORM = sky130hd
export DESIGN_NAME = fa4
export DESIGN_NICKNAME = fa4
export VERILOG_FILES = /design/flow/design.v
export SDC_FILE = /design/flow/constraint.sdc
export NUM_CORES = 4
export LEC_CHECK = 1
export CORE_AREA = 10 10 70 70
export DIE_AREA = 0 0 80 80
$ cat /design/flow/constraint.sdc
current_design fa4

set clk_period 3.7
set clk_io_pct 0.2

create_clock -name clk0 -period $clk_period

set non_clock_inputs [all_inputs -no_clocks]
set_input_delay [expr $clk_period * $clk_io_pct] -clock clk0 $non_clock_inputs
set_output_delay [expr $clk_period * $clk_io_pct] -clock clk0 [all_outputs]
$ cat /design/flow/design.v
module fa4(
    input [3:0] a,b,
    input c,
    output [3:0] s,
    output co
    );
	 wire c1,c2,c3;
fa g1(a[0],b[0],c,s[0],c1);
fa g2(a[1],b[1],c1,s[1],c2);
fa g3(a[2],b[2],c2,s[2],c3);
fa g4(a[3],b[3],c3,s[3],co);
endmodule
module fa(
    input a,b,c,
    output s,co
    );
	 wire s1,c1,c2;
ha g1(a,b,s1,c1);
ha g2(s1,c,c2,s);
or g3(co,c1,c2);
endmodule
module ha(
    input a,b,
    output s,co
    );
assign {co,s}=a+b;
endmodule
==> job_summary.md <==
### Flow metrics

| Metric | Value |
|---|---|
| Run status | complete, but fails checks |
| Failing checks | setup timing |
| Number of search-and-repair iterations in the first detailed-routing pass | 2 |
| Total global-route track usage | under 10% |
| Relative contribution of sequential cells to total power | 0% |
| Unrepaired setup endpoints after global routing | yes |
| Post-route minimum period | between 3000 and 4000 ps |
| Worst-margin pin slew | about 110 ps |
| Full die area | between 6000 and 7000 um^2 |
| Total cells reported by yosys after synthesis | 16 |
| Normalized max-slew margin | 92.6% |
| Post-detailed-placement half-perimeter wirelength | between 400 and 500 um |
| Share of synthesized area occupied by flip-flops and latches | 0% |
| Post-route clock period utilization | 102% |
| Horiz. Die Dim | 80 um |
| Global-route layer with the greatest usage | met2 |
| Via count of the first global-routing pass | roughly 130 |
| Final Power | 0.0469 mW |
| Startpoint types | primary input |
| VDD IR max | between 15 and 20 uV |
| Ordered list of cells on the worst path | buf_6, ha_4, ha_4, or2_1, ha_1, or2_1, ha_1, or2_1, ha_4, or2_1, buf_2 |
| Mean Syn Cell Area | 9.70 um^2 |
| Post-synth area from yosys stat | approximately 160 um^2 |
| Area added between synthesis and finish | 129% |
| Number of nets with antenna violations after routing | 0 |
| Storage cell area | 0 um^2 |
| Std cell rows | 21 |
| Number of antenna cells inserted | 0 |
| Layout cell share with drive strength beyond 1 | a little under a quarter |
| Ratio of routed vias to standard cells | between 1.5 and 2 |
| LEAKAGE | between 0.1 and 0.15 nW |
| Cell at the slowest stage of the critical path | ha_1 |
| I/O pin total | 14 |
| Initial antenna violation count | 0 |
| DRC | 0 |
| Largest stage delay on the critical path | approximately 270 ps |
| Height of the chip | ~80 um |
| Setup slack after layout | -62.1 ps |
| Maximum number of pins on one net before global-route repair | 2 |
| CP Capture Type | primary output |
| Iteration-0 DRC Markers | 2 |
| Final setup viols | 1 |
| Met2 Use GR | 2.65% |
| Grt met1 use | 1.65% |
| Number of clock buffer instances in the layout | 0 |
| Most frequent cells in the layout | clkdlybuf4s50_1, ha_1, or2_1, ha_4 |
| Core area | 3420 um^2 |
| Worst setup path class | in -> out |
| Total standard cell area after synthesis | between 150 and 200 um^2 |
| Filler cells | about 400 |
| Starting density of the core | roughly 4.5% |
| Max Clock Freq | 0.266 GHz |
| Most numerous cell on the critical path | or2_1 |
| Number of port buffers | 14 |
| DR vias | 131 |
| Max Fanout on Critical Path | 1 |
| Data arrival, critical path | 3020 ps |
| Final hold viol count | 0 |
| Combinational share of power | roughly 100% |
| Relative contribution of the clock network to total power | 0% |
| Mean routed wirelength per cell | a little under 7 um |
| Wire length after detailed routing | 485 um |
| Global-route wire length before repair | about 700 um |
| Post-synthesis instance total | 16 |
| Required time worst endpoint | about 3000 ps |
| Total power density per cell area | 132 nW/um^2 |
| Classification of the worst-slack hold path | in -> out |
| Remaining Overflow, GRT | 0 |
| Psw | roughly 0.015 mW |
| Switching part of the total power | between 30% and 40% |
| Number of slew-limit violations in the final report | 0 |
| Internal power component | around 0.032 mW |
| Seq cells | 0 |
| Met3 demand-to-capacity share in global routing | 0% |
| Dominant logic cell type in the layout | clkdlybuf4s50_1 |
| Count of buffers added by post-CTS timing repair for setup | 0 |
| Total tool warning count | 34 |
| Number of warnings reported in the yosys synthesis log | 0 |
| Placer's final routability congestion estimate | around 0.56 |
| Max-cap check violation count | 0 |
| Count of unique library cells instantiated by Yosys | 3 |
| Hold buffer count at CTS | 0 |
| Sum of negative setup slack | -62.1 ps |
[worst paths after layout]
path	startpoint	cells after the start	to
setup / recovery	b[0]	11	co
hold / removal	b[3]	4	co
[power groups by stage]
stage / combinational (mW) / sequential, mW / clock, mW
4_1_cts: 0.0500 / 0 / 0
5_1_grt: 0.0530 / 0 / 0
6_report: 0.0469 / 0 / 0
[worst max-delay path: cells and delay by family]
family | cells | cell delay (ps)
adder cells (fa/ha/maj) | 5 | 1190
buffers and inverters | 2 | 210
AND/OR/NAND/NOR | 4 | 880
[cell families after synthesis]
family	share of synthesized area, %
adders and majority gates	64.5
and+or+nand+nor	16.1
buffers and inverters	19.4
[final cells by class]
cell class | instances | area, um^2 | area share, %
Tap cell | 46 | 57.6 | 16.2
Multi-Input combinational cell | 12 | 163 | 45.8
Timing Repair Buffer | 14 | 135 | 38.0
[cell usage after synthesis, drive strengths merged]
master,number,area [um^2]
buf,4,30.0
or2,4,25.0
ha,8,100
[per-layer routing]
metal	wire, um	up-vias
met5	0	-
met2	273	3
li1	-	72
met4	0	0
met3	12	0
met1	199	56
[metrics by stage]
stage | hold slack [ps] | instance area (um^2) | worst slack (ps) | instances | util (%)
after floorplan | 1650 | 155 | 40.6 | 16 | -
after global placement | 2480 | 323 | -919 | 72 | 9.45
after detailed placement | 2490 | 323 | -940 | 72 | 9.45
after CTS | 2250 | 355 | -98.3 | 72 | 10.4
after global routing | 2260 | 355 | -124 | 72 | 10.4
final | 2230 | 355 | -62.1 | 72 | 10.4
[timing repair]
action | CTS | global route
endpoints found under the setup margin | 3 | 1
resized | 17 | 0
gates cloned | 0 | 0
pin swaps | 9 | 0
Power figures rest on the tool's default switching activity, not on a simulated workload.
